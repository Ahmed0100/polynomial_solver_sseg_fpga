$ cat flow/config.mk
export PLATFORM = sky130hd
export DESIGN_NAME = polynom_solver_top
export DESIGN_NICKNAME = polynom_solver_top
export VERILOG_FILES = /design/flow/design.v
export SDC_FILE = /design/flow/constraint.sdc
export NUM_CORES = 4
export LEC_CHECK = 1
export CORE_UTILIZATION = 50
$ cat flow/constraint.sdc
current_design polynom_solver_top

set clk_period 5.5
set clk_io_pct 0.2

create_clock -name clk0 -period $clk_period [get_ports {clk}]

set non_clock_inputs [all_inputs -no_clocks]
set_input_delay [expr $clk_period * $clk_io_pct] -clock clk0 $non_clock_inputs
set_output_delay [expr $clk_period * $clk_io_pct] -clock clk0 [all_outputs]
$ cat flow/design.v
module bin2bcd
    (
     input  wire       clk, reset_n,
     input  wire       start,
     input  wire[13:0] bin,
     output reg        ready, done_tick,
     output wire[3:0]  bcd3, bcd2, bcd1, bcd0
    );
    localparam[1:0]
        idle = 2'b00,
        op   = 2'b01,
        done = 2'b10;
    reg[1:0]  state_reg, state_next;
    reg[13:0] p2s_reg, p2s_next;
    reg[3:0]  n_reg, n_next;
    reg[3:0]  bcd3_reg, bcd2_reg, bcd1_reg, bcd0_reg;
    reg[3:0]  bcd3_next, bcd2_next, bcd1_next, bcd0_next;
    wire[3:0] bcd3_tmp, bcd2_tmp, bcd1_tmp, bcd0_tmp;
    always @(posedge clk, negedge reset_n)
        if (!reset_n)
            begin
                state_reg <= idle;
                p2s_reg   <= 0;
                n_reg     <= 0;
                bcd3_reg  <= 0;
                bcd2_reg  <= 0;
                bcd1_reg  <= 0;
                bcd0_reg  <= 0;
            end
        else
            begin
                state_reg <= state_next;
                p2s_reg   <= p2s_next;
                n_reg     <= n_next;
                bcd3_reg  <= bcd3_next;
                bcd2_reg  <= bcd2_next;
                bcd1_reg  <= bcd1_next;
                bcd0_reg  <= bcd0_next;
            end
    always @*
    begin
        state_next = state_reg;
        ready      = 1'b0;
        done_tick  = 1'b0;
        p2s_next   = p2s_reg;
        bcd0_next  = bcd0_reg;
        bcd1_next  = bcd1_reg;
        bcd2_next  = bcd2_reg;
        bcd3_next  = bcd3_reg;
        n_next     = n_reg;
        case (state_reg)
            idle:
                begin
                    ready = 1'b1;
                    if (start)
                        begin
                            state_next = op;
                            bcd3_next  = 0;
                            bcd2_next  = 0;
                            bcd1_next  = 0;
                            bcd0_next  = 0;
                            n_next     = 4'b1110;  
                            p2s_next   = bin;      
                        end
                end
            op:
                begin
                    p2s_next = p2s_reg << 1;
                    bcd0_next = {bcd0_tmp[2:0], p2s_reg[13]};
                    bcd1_next = {bcd1_tmp[2:0], bcd0_tmp[3]};
                    bcd2_next = {bcd2_tmp[2:0], bcd1_tmp[3]};
                    bcd3_next = {bcd3_tmp[2:0], bcd2_tmp[3]};
                    n_next = n_reg - 1;
                    if (n_next == 0)
                        state_next = done;
                end
            done:
                begin
                    done_tick  = 1'b1;
                    state_next = idle;
                end
            default: 
                state_next = idle;
        endcase
    end
    assign bcd0_tmp = (bcd0_reg > 4) ? bcd0_reg + 3 : bcd0_reg;
    assign bcd1_tmp = (bcd1_reg > 4) ? bcd1_reg + 3 : bcd1_reg;
    assign bcd2_tmp = (bcd2_reg > 4) ? bcd2_reg + 3 : bcd2_reg;
    assign bcd3_tmp = (bcd3_reg > 4) ? bcd3_reg + 3 : bcd3_reg;
    assign bcd0 = bcd0_reg;
    assign bcd1 = bcd1_reg;
    assign bcd2 = bcd2_reg;
    assign bcd3 = bcd3_reg;
endmodule
module db_fsm
(
	input clk,
	input reset_n,
	input sw,
	output reg db
);
localparam [2:0]
				zero = 3'b000,
				wait_1_1 = 3'b001,
				wait_1_2 = 3'b010,
				wait_1_3 = 3'b011,
				one = 3'b100,
				wait_0_1 =3'b101,
				wait_0_2 = 3'b110,
				wait_0_3=3'b111;
localparam N=19;
reg [N-1:0] q_reg;
wire [N-1:0] q_next;
wire m_tick;
reg [2:0] current_state,next_state;
reg [1:0] sync_sw;
always @(posedge clk)
begin
	sync_sw <= {sync_sw[0],sw};
end
always @(posedge clk)
begin
	q_reg<=q_next;
end
assign q_next = q_reg + 1;
assign m_tick = (q_reg==0);
always @(posedge clk or negedge reset_n)
begin
	if(!reset_n)
		current_state <= zero;
	else
		current_state <= next_state;
end
always @*
begin
	next_state = current_state;
	db=1'b0;
	case(current_state)
		zero:
			if(sync_sw[1])
				next_state = wait_1_1;
		wait_1_1:
			if(~sync_sw[1])
				next_state = zero;
			else if(m_tick)
				next_state = wait_1_2;
		wait_1_2:
			if(~sync_sw[1])
				next_state = zero;
			else if(m_tick)	
				next_state = wait_1_3;
		wait_1_3:
			if(~sync_sw[1])
				next_state = zero;
			else if(m_tick)
				next_state = one;
		one:
		begin
			db=1;
			if(~sync_sw[1])
				next_state = wait_0_1;
		end
		wait_0_1:
		begin
			db=1'b1;
			if(sync_sw[1])
				next_state = one;
			else if(m_tick)
				next_state = wait_0_2;
		end
		wait_0_2:
		begin
			db=1'b1;
			if(sync_sw[1])
				next_state = one;
			else if(m_tick)
				next_state = wait_0_3;
		end
		wait_0_3:
		begin
			db=1'b1;
			if(sync_sw[1])
				next_state = one;
			else if(m_tick)
				next_state = zero;
		end
		default: next_state = zero;
	endcase
end
endmodule
module disp_hex_mux
    (
    input  wire      clk, reset_n,
    input  wire      active, mesg,
    input  wire[3:0] hex3, hex2, hex1, hex0,
    input  wire[3:0] dp_in,
    output reg[3:0]  an,
    output reg[7:0]  sseg
    );
    localparam N = 18;
    reg[N-1:0]  q_reg;
    wire[N-1:0] q_next;
    reg[3:0]    hex_in;
    reg         dp;
    always @(posedge clk, negedge  reset_n)
        if (!reset_n)
            q_reg <= 0;
        else
            q_reg <= q_next;
    assign q_next = q_reg + 1;
    always @*
        case (q_reg[N-1:N-2])
            2'b00:
                begin
                    an     = 4'b1110;
                    hex_in = hex0;
                    dp     = dp_in[0];
                end
            2'b01:
                begin
                    an   = 4'b1101;
                    hex_in = hex1;
                    dp     = dp_in[1];
                end
            2'b10:
                begin
                    an   = 4'b1011;
                    hex_in = hex2;
                    dp     = dp_in[2];
                end
            default:
                begin
                    an   = 4'b0111;
                    hex_in = hex3;
                    dp     = dp_in[3];
                end
        endcase
    always @*
    begin
        if (active)
            if (mesg)
                case (an)
                    4'b1110: sseg[7:0] = 8'b11111111;  
                    4'b1101: sseg[7:0] = 8'b11001111;  
                    4'b1011: sseg[7:0] = 8'b11001000;  
                    4'b0111: sseg[7:0] = 8'b11111111;  
                    default: sseg[7:0] = 8'b11111111;  
                endcase
            else
                begin
                    case (hex_in)
                        4'h0: sseg[6:0] = 7'b0000001;
                        4'h1: sseg[6:0] = 7'b1001111;
                        4'h2: sseg[6:0] = 7'b0010010;
                        4'h3: sseg[6:0] = 7'b0000110;
                        4'h4: sseg[6:0] = 7'b1001100;
                        4'h5: sseg[6:0] = 7'b0100100;
                        4'h6: sseg[6:0] = 7'b0100000;
                        4'h7: sseg[6:0] = 7'b0001111;
                        4'h8: sseg[6:0] = 7'b0000000;
                        4'h9: sseg[6:0] = 7'b0000100;
                        4'ha: sseg[6:0] = 7'b0001000;
                        4'hb: sseg[6:0] = 7'b1100000;
                        4'hc: sseg[6:0] = 7'b0110001;
                        4'hd: sseg[6:0] = 7'b1000010;
                        4'he: sseg[6:0] = 7'b0110000;
                        default: sseg[6:0] = 7'b0111000;   
                    endcase
                    sseg[7] = dp;
                end
        else
            sseg[7:0] = 8'b11111111;
    end
endmodule
module polynom_solver
  (
    input wire        clk, reset_n,
    input wire        start,
    output reg        done_tick,
    input wire[1:0]   in,
    output wire[19:0] out
  );
  localparam[1:0]
    idle = 2'b00,
    calc = 2'b01,
    done = 2'b10;
  localparam H0 = 1, F1 = 5, G2 = 10, G_INC = 6;
  reg[1:0]  state_reg, state_next;
  reg[5:0]  n_reg, n_next;
  reg[5:0]  i_reg, i_next;
  reg[19:0] h_reg, h_next;
  reg[19:0] f_reg, f_next;
  reg[19:0] g_reg, g_next;
  always @(posedge clk, negedge reset_n)
    if (!reset_n)
      begin
        state_reg <= idle;
        n_reg     <= 0;
        i_reg     <= 0;
        h_reg     <= 0;
        f_reg     <= 0;
        g_reg     <= 0;
      end
    else
      begin
        state_reg <= state_next;
        n_reg     <= n_next;
        i_reg     <= i_next;
        h_reg     <= h_next;
        f_reg     <= f_next;
        g_reg     <= g_next;
      end
  always @*
  begin
    state_next = state_reg;
    n_next     = n_reg;
    i_next     = i_reg;
    h_next     = h_reg;
    f_next     = f_reg;
    g_next     = g_reg;
    done_tick  = 1'b0;
    case (state_reg)
      idle:
        if (start)
          begin
            state_next = calc;
            n_next     = in;
            i_next     = 0;
            h_next     = H0;
            f_next     = F1;
            g_next     = G2;
          end
      calc:
        if (n_reg == i_reg)
          state_next = done;
        else
          begin
            i_next = i_reg + 1;
            h_next = h_reg + f_reg;
            f_next = f_reg + g_reg;
            g_next = g_reg + G_INC;
          end
      done:
        begin
          state_next = idle;
          done_tick  = 1'b1;
        end
      default:
        state_next = idle;
    endcase
  end
assign out = h_reg;
endmodule
module polynom_solver_top
(
	input clk,
	input reset_n,
	input start,
	input [1:0] sw,
	output [3:0] sel,
	output [7:0] sseg
);
wire start_db;
wire [3:0] bcd0,bcd1,bcd2,bcd3;
reg calc_start; wire calc_done; reg bcd_start; wire bcd_done;
wire [19:0] calc_out;
db_fsm db_fsm_inst
(.clk(clk), .reset_n(reset_n), .sw(!start), 
	 .db(start_db));
polynom_solver polynom_solver_inst
(.clk(clk), .reset_n(reset_n), .start(calc_start),
     .done_tick(calc_done), .in(~sw), .out(calc_out));
bin2bcd bin2bcd_unit
 (.clk(clk), .reset_n(reset_n), .start(bcd_start),
     .bin(calc_out[13:0]), .ready(), .done_tick(bcd_done),
     .bcd3(bcd3), .bcd2(bcd2), .bcd1(bcd1), .bcd0(bcd0));
disp_hex_mux disp_unit
(.clk(clk), .reset_n(reset_n), .active(1), .mesg(0), .dp_in(4'b1111),
     .hex3(bcd3), .hex2(bcd2), .hex1(bcd1), .hex0(bcd0),
     .an(sel), .sseg(sseg));
localparam [1:0] idle=2'b00,
calc=2'b01,
bin2bcd=2'b10;
reg [1:0] current_state,next_state;
always @(posedge clk or negedge reset_n)
begin
	if(!reset_n)
		current_state <= idle;
	else
		current_state <= next_state;
end
always @(*)
begin
	next_state = current_state;
	calc_start = 0;
	bcd_start = 0;
	case(current_state)
		idle:
			if(start_db)
			begin
				calc_start = 1;
				next_state = calc;
			end
		calc:
		begin
			if(calc_done)
			begin
				next_state = bin2bcd;
				bcd_start = 1;
			end
		end
		bin2bcd:
			if(bcd_done)
				next_state=idle;
	endcase
end
endmodule
$ cat flow/run.sh
#!/bin/bash
# OpenROAD 26Q1-2900-gdf79404cd8, Yosys 0.63+post, stock flow scripts
make -C /OpenROAD-flow-scripts/flow DESIGN_CONFIG=/design/flow/config.mk WORK_HOME=/design/flow/orfs finish
==> qor.txt <==
run status -> completed
share of layout cells above drive strength 1 -> 0.0682
Setup WS pre-CTS -> 1.93 ns
final setup fails -> 0
core area -> 14500 µm²
wire length of the first global-routing pass -> 24000 µm
drt initial violations -> 302
fin crit share -> 0.723
leading area contributor after synthesis -> dfrtp_1
reg2reg end -> polynom_solver_inst.f_reg[10]$_DFFE_PN0P_
Mapped Area -> 7400 µm²
Commonest flop -> dfrtp_1
Post-Syn Instances -> 773
reg-to-reg setup timing slack -> 2.93 ns
post_cts resized -> 0
placement row count -> 44
die width -> 124 µm
largest fanout on the critical path -> 12
clock skew -> 0.00664 ns
Setup TNS Final -> 0 ns
GRT overflow -> 0
# clock sinks -> 139
critical path endpoint category -> output port
Post-CTS Setup Bufs -> 0
minimum clock period -> 3.98 ns
Fmax -> 251 MHz
YS warnings -> 7
syn_area_per_cell -> 9.57 µm²
switching share of total power -> 0.222
reg2reg start -> polynom_solver_inst.g_reg[1]$_DFFE_PN0P_
hold crit path type -> register to register
pwr/cell area -> 262 nW/µm²
multiplexer share of the synthesized area -> 0.0365
CTS Hold Buffers Added -> 0
Simple-Gate Area Share -> 0.166
total die size -> 15300 µm²
Diodes inserted -> 0
Post-synth EDFFs -> 0
worst r2r path cells -> 7
final hold slack -> 0.327 ns
DR pass1 iterations -> 5
type of origin of the critical path -> register
XORs/XNORs by Area -> 0.0876
Main logic family -> simple AND/OR/NAND/NOR gates
worst setup path start -> disp_unit.q_reg[16]$_DFF_PN0_
Clk Latency, worst-skew pair -> 0.41 ns
register area share after synthesis -> 0.457
number of global-route vias before repair -> 5136
Maximum Capacitance Violations -> 0
library cells used by synthesis -> 64
Sequential Power Share -> 0.468
routability cong. -> 0.894
clock root buffer -> clkbuf_16
worst-margin pin slew -> 0.860 ns
clock share of power -> 0.523
combinational power share -> 0.010
Registers, synthesis -> 139
All-Layer GR Usage -> 0.205
final hold violations -> 0
hpwl dp -> 9560 µm
CP Class -> register to output port
num ports -> 17
WL/cell -> 14.2 µm
DR vias -> 5434
die height -> 124 µm
Vias/cell -> 5.49
Critical Path AT -> 2.88 ns
Compound Share, Synth -> 0.144
fp_density -> 0.511
CTS tree -> built
largest net degree at the start of global routing -> 52
filler cell count in the final layout -> 1196
Post-synth ARST share -> 0.849
internal power -> 0.00170 W
hold path cells -> 0
TritonCTS buffer count -> 17
Largest register FFs -> 19
normalized max-slew margin -> 0.427
OpenROAD warnings -> 32
initial antenna violation count -> 0
Adder Share, Synth -> 0.0765
Worst-path clk slew -> 0.06 ns
Residual DRC -> 0
LEAKAGE -> 3.63 nW
yosys stat cell total -> 773
Max-area cell share -> 0.386
peak supply drop -> 0.213 mV
worst path required time -> 4.40 ns
I/O Buffers -> 15
P_sw -> 0.000485 W
post-synthesis chip area from yosys -> 7400 µm²
synth top area cells -> dfrtp_1 (39%), ha_1 (7.1%), xnor2_1 (6.0%)
Max Slew Vio Count -> 0
Worst Slack Setup Final -> 1.52 ns
RSZ-0062 raised after global routing -> no
worst setup path endpoint -> sseg[3]
DRT Wirelength -> 14100 µm
number of nets still failing antenna checks after routing -> 0
synthesis-to-layout area growth -> 12.7%
CTS max path bufs -> 2
H-tree depth -> 4
layout by cell type (no fill, tap or decap), types with 4 or more instances in the layout:
master / n
nand2_1: 98
dfstp_2: 4
inv_1: 39
a21o_1: 6
or4_1: 4
nor4_1: 8
a21oi_1: 39
nor2b_1: 6
ha_1: 42
mux2i_1: 18
o21ai_1: 6
nor2_1: 49
clkbuf_16: 17
o21ai_0: 69
clkdlybuf4s50_1: 14
dfxtp_1: 21
nand2b_1: 6
o21a_1: 8
nand4_1: 13
a211oi_1: 4
buf_4: 7
xor2_1: 23
mux4_2: 4
nor3_1: 17
o22ai_1: 8
nand3_1: 28
clkinvlp_4: 5
o31ai_1: 5
xnor2_1: 51
and3_1: 5
dfrtp_1: 114
synth_stat cells, types with 3 or more instances:
cell and count:
a21o_1 6, dfstp_2 4, dfxtp_1 21, or4_1 4, o21ai_1 6, and4_1 3
nor2b_1 6, buf_2 3, xnor2_1 51, a22oi_1 3, mux4_2 4, inv_1 39
clkbuf_1 15, and3_1 5, o21ai_0 69, xor2_1 23, a21oi_1 40, a211oi_1 4
nand4_1 13, nor4_1 8, ha_1 42, o21a_1 8, or2_1 3, o22ai_1 8
o31ai_1 5, mux2i_1 18, nor2_1 49, o22a_1 3, dfrtp_1 114, or3_1 3
a22o_1 3, nand3_1 28, nor4b_1 3, nor3_1 17, nand2b_1 6, nand2_1 98
per-layer routing:
metal	track usage	vias up	routed length (µm)
met5	0	-	0
met4	0.0158	0	72
met3	0.0379	6	395
met2	0.310	48	6400
met1	0.337	2611	7240
li1	-	2769	-
power groups by stage:
stage	registers [W]	logic, W	clock network (W)
after CTS	0.00102	0.0000228	0.00117
after global routing	0.00102	0.0000252	0.00121
final	0.00102	0.0000210	0.00114
kinds of logic after synthesis:
kind of cell,Yosys count
xor gates and xnor gates,74
buffers and inverters,60
AOI/OAI and AO/OA,176
other,2
adders and majority gates,44
muxes,22
DFF,139
and+or+nand+nor,256
critical path, cell delays in order (launching register included):
cell             delay (ns)
dfrtp_1                0.59
mux4_2                 0.63
inv_1                  0.15
ha_1                   0.24
mux4_2                 0.45
clkdlybuf4s50_1        0.41
per-stage QoR:
step,std cells,util,power (W),cell area [µm²]
2_1_floorplan,773,-,0.00104,7400
3_3_place_gp,958,0.535,0.00106,7740
3_5_place_dp,958,0.535,0.00106,7740
4_1_cts,990,0.575,0.00221,8330
5_1_grt,990,0.575,0.00226,8330
6_report,990,0.575,0.00219,8330
how the worst min path moves through the flow:
stage                                 to  slack, ns                           start
4_1_cts   db_fsm_inst.sync_sw[1]$_DFF_P_       0.33  db_fsm_inst.sync_sw[0]$_DFF_P_
5_1_grt   db_fsm_inst.sync_sw[1]$_DFF_P_       0.35  db_fsm_inst.sync_sw[0]$_DFF_P_
6_report  db_fsm_inst.sync_sw[1]$_DFF_P_       0.33  db_fsm_inst.sync_sw[0]$_DFF_P_
layout make-up:
| class | count | area (µm²) | area share |
|---|---|---|---|
| clock buffers | 17 | 425 | 0.0511 |
| clock inverters | 15 | 166 | 0.0200 |
| multi-input cells | 574 | 3790 | 0.455 |
| flip-flops and latches | 139 | 3380 | 0.405 |
| repair buffers | 21 | 193 | 0.0231 |
| inverters | 40 | 150 | 0.0180 |
| well taps | 184 | 230 | 0.0276 |
Power is estimated from default activity; no workload was simulated.
